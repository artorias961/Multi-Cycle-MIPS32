[run.sh]
#!/bin/bash
# OpenROAD 26Q1-2900-gdf79404cd8, Yosys 0.63+post, stock flow scripts
make -C /OpenROAD-flow-scripts/flow DESIGN_CONFIG=/design/flow/config.mk WORK_HOME=/design/flow/orfs finish
[config.mk]
export PLATFORM = sky130hd
export DESIGN_NAME = old_sram
export DESIGN_NICKNAME = old_sram
export VERILOG_FILES = /design/flow/design.v
export SDC_FILE = /design/flow/constraint.sdc
export NUM_CORES = 4
export LEC_CHECK = 1
export CORE_UTILIZATION = 30
export SYNTH_MEMORY_MAX_BITS = 65536
[constraint.sdc]
current_design old_sram

set clk_period 152.5
set clk_io_pct 0.2

create_clock -name clk0 -period $clk_period [get_ports {clk}]

set non_clock_inputs [all_inputs -no_clocks]
set_input_delay [expr $clk_period * $clk_io_pct] -clock clk0 $non_clock_inputs
set_output_delay [expr $clk_period * $clk_io_pct] -clock clk0 [all_outputs]
[design.v]
module old_sram(clk, nce, re, we, addr, data);
    input clk, nce, re, we;
    input [10:0] addr;
    inout [7:0] data;
    reg [7:0] mem [0:2047];
    wire [7:0] m_out;
    wire       data_read;
    tri [7:0]  data;
    assign data_read = re & (~nce);
    assign data = (data_read == 1'b0) ? 8'bz : m_out;
    assign m_out = mem[addr];
    always @ (posedge clk) begin
        if ((nce == 1'b0) && (we == 1'b1)) begin
            mem[addr] <= data;
        end
    end
endmodule
==> ci_impl_report.md <==
### Yosys + OpenROAD results

| Metric | Value |
|---|---|
| Num CTS Buffers | approximately 1,600 |
| I/O pins | 23 |
| Log Error | [error] [KeplerFormal.cpp:679] Workflow failed: Iso has multiple drivers: .data6, place2704.X0 |
| RD Place Congestion | roughly 0.9 |
| DP Area | about 670,000 um^2 |
| Clock tree buffer depth | 6 |
| Synth Warn # | 2 |
| Root buf cell | clkbuf_16 |
| Place WS | between 80 and 90 ns |
| PostCTS Resize Cnt | 0 |
| Die W | between 1 and 1.5 mm |
| Avg Cell Area, Syn | around 18 um^2 |
| Row cnt | 531 |
| Post-synth area from yosys stat | about 630,000 um^2 |
| Mapped Area | 629,000 um^2 |
| Cells after DPL | 61,746 |
| Post-synthesis sequential area ratio | about four fifths |
| Ys cells | between 30,000 and 40,000 |
| Distinct cells, synth | 34 |
| Stopped at | 4_1_cts |
| H-tree levels | 7 |
| Status | did not finish |
| Die height | 1.45 mm |
| Post-CTS Setup Bufs | 0 |
| # clock sinks | 16,384 |
| Mapped Cells | ~35,000 |
| Port buffer count | 13 |
| Yosys reg bits | around 16,000 |
| Init Core Util | around 30% |
| Post-DP HPWL | between 1000 and 1500 mm |
| CTS Hold Buffers Added | 0 |
-- cell usage after synthesis --
cell / n / area (um^2)
nand4b_2: 1 / 15.0
nand3_1: 6 / 30.0
a21oi_1: 512 / 2560
or3_1: 1 / 6.26
nand2_1: 164 / 616
nor2_2: 1 / 6.26
nand4b_1: 3 / 26.3
nand4_4: 1 / 21.3
mux2i_1: 8192 / 82000
clkbuf_1: 627 / 2350
nor3_2: 1 / 10.0
or2_2: 1 / 6.26
nor2b_1: 4 / 25.0
nand2b_1: 3 / 18.8
nand4_1: 8 / 50.1
nor2_1: 2055 / 7710
and3_1: 3 / 18.8
o22ai_1: 4096 / 25600
nand3b_1: 4 / 30.0
edfxtp_1: 16384 / 492000
buf_6: 22 / 248
nor3b_1: 7 / 52.6
a22oi_1: 32 / 240
nand4bb_1: 6 / 67.6
and2_1: 3 / 18.8
buf_1: 39 / 146
or4_1: 1 / 7.51
or4b_1: 4 / 40.0
nor4_1: 1152 / 7210
buf_2: 1544 / 7730
nor3_1: 3 / 15.0
buf_4: 64 / 480
and3b_1: 4 / 35.0
or3b_2: 2 / 17.5
-- cells by family after synthesis --
group	count (synthesis)	share of synthesized area (%)
AND-OR/OR-AND	4640	4.52
buffers and inverters	2296	1.74
flip-flops	16384	78.2
multiplexers	8192	13.0
AND/OR/NAND/NOR	3438	2.55
