==> /design/flow/design.v <==
module ram(clk, nce, re, we, addr, d_in, d_out);  
    input           clk, nce, re, we;
    input  [8:0]    addr; 
    input  [31:0]   d_in;
    inout  [31:0]   d_out;
    tri [31:0]      d_out;
    reg [31:0] mem [0:511];
    always @ (negedge clk) begin 
        if ((nce == 1'b0) && (we == 1'b1)) begin
            mem[addr] <= d_in;
        end else begin
            mem[addr] <= mem[addr];
        end
    end
    assign d_out = ((nce == 1'b0) && (re == 1'b1)) ? mem[addr] : 32'hz;
endmodule
==> /design/flow/run.sh <==
#!/bin/bash
# OpenROAD 26Q1-2900-gdf79404cd8, Yosys 0.63+post, stock flow scripts
make -C /OpenROAD-flow-scripts/flow DESIGN_CONFIG=/design/flow/config.mk WORK_HOME=/design/flow/orfs finish
==> /design/flow/config.mk <==
export PLATFORM = sky130hd
export DESIGN_NAME = ram
export DESIGN_NICKNAME = ram
export VERILOG_FILES = /design/flow/design.v
export SDC_FILE = /design/flow/constraint.sdc
export NUM_CORES = 4
export LEC_CHECK = 1
export CORE_UTILIZATION = 40
export SYNTH_MEMORY_MAX_BITS = 65536
==> /design/flow/constraint.sdc <==
current_design ram

set clk_period 88.2
set clk_io_pct 0.2

create_clock -name clk0 -period $clk_period [get_ports {clk}]

set non_clock_inputs [all_inputs -no_clocks]
set_input_delay [expr $clk_period * $clk_io_pct] -clock clk0 $non_clock_inputs
set_output_delay [expr $clk_period * $clk_io_pct] -clock clk0 [all_outputs]
==> GITHUB_STEP_SUMMARY <==
### Flow metrics

| Metric | Value |
|---|---|
| Synth top area cells | sky130_fd_sc_hd__edfxtp_1 (79%), sky130_fd_sc_hd__mux4_2 (12%), sky130_fd_sc_hd__mux2i_1 (2.8%), sky130_fd_sc_hd__a22oi_1 (1.2%), sky130_fd_sc_hd__buf_2 (0.50%) |
| Clock buffer depth | 6 |
| Row cnt | 458 |
| Error | [error] [KeplerFormal.cpp:679] Workflow failed: Iso has multiple drivers: .d_out10, _13697_.X0 |
| Leading cell types by count after synthesis | sky130_fd_sc_hd__edfxtp_1 (16380), sky130_fd_sc_hd__mux4_2 (3329), sky130_fd_sc_hd__mux2i_1 (1743) |
| Stopped at | clock tree synthesis (4_1_cts) |
| Area leader, netlist | sky130_fd_sc_hd__edfxtp_1 |
| Global placer's final weighted congestion | 0.9847 |
| Die height | 1.251 mm |
| Area after detailed placement | 0.6650 mm2 |
| Clock Tree Root | sky130_fd_sc_hd__clkbuf_16 |
| Register area share after synthesis | 0.7887 |
| Floorplan Utilization | 0.4012 |
| Main flop type after synthesis | sky130_fd_sc_hd__edfxtp_1 |
| Fraction of registers with async set/reset | 0 |
| Boundary pin count | about 77 |
| Yosys warning count | 2 |
| CTS buffer count | 1719 |
| Number of synthesized flops with an enable pin | 16380 |
| #FFs+latches synth | roughly 16000 |
| Half-perimeter wire length of the detailed placement result | 1304 mm |
| Yosys chip area | 0.6238 mm2 |
| Gate Count Post-Synth | 28200 |
| Run status | stopped before the end |
| Post-CTS setup buffer count | 0 |
| Number of gates given a new drive strength after cts | 0 |
| Top cell type's share of synthesized area | 0.7887 |
| Clock H-tree levels | 7 |
| Number of unique standard cell types used by synthesis | 77 |
| Mean Syn Cell Area | 22.12 um2 |
| Sink Count | about 16000 |
| Combined area of all synthesized cells | approximately 0.62 mm2 |
| Cell total in the yosys stat output | 28200 |
| Number of cells after detailed placement | 49450 |
| Worst setup timing slack at the placement stage | 15060 ps |
| Die width | between 1 and 1.5 mm |
| Number of port buffers | 43 |
| Post-cts hold-fix buffer tally | 0 |
| Most used standard cell by instance count after synthesis | sky130_fd_sc_hd__edfxtp_1 |
==> logic make-up after synthesis <==
group | count (synthesis) | share of synthesized area
buffers and inverters | 1664 | 0.01267
DFF | 16380 | 0.7887
AOI/OAI and AO/OA | 2988 | 0.03365
and+or+nand+nor | 2028 | 0.01557
muxes | 5138 | 0.1494
